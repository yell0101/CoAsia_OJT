[flow/run.sh]
#!/bin/bash
# OpenROAD 26Q1-2900-gdf79404cd8, Yosys 0.63+post, stock flow scripts
make -C /OpenROAD-flow-scripts/flow DESIGN_CONFIG=/design/flow/config.mk WORK_HOME=/design/flow/orfs finish
[flow/config.mk]
export PLATFORM = sky130hd
export DESIGN_NAME = fsm_Bit1_Counter
export DESIGN_NICKNAME = fsm_Bit1_Counter
export VERILOG_FILES = /design/flow/design.v
export SDC_FILE = /design/flow/constraint.sdc
export NUM_CORES = 4
export LEC_CHECK = 1
export CORE_AREA = 10 10 84 84
export DIE_AREA = 0 0 94 94
[flow/constraint.sdc]
current_design fsm_Bit1_Counter

set clk_period 3.5
set clk_io_pct 0.2

create_clock -name clk0 -period $clk_period [get_ports {iclk}]

set non_clock_inputs [all_inputs -no_clocks]
set_input_delay [expr $clk_period * $clk_io_pct] -clock clk0 $non_clock_inputs
set_output_delay [expr $clk_period * $clk_io_pct] -clock clk0 [all_outputs]
[flow/design.v]
module fsm_Bit1_Counter (
	input				iclk,
	input				irstn,
	input				i_load,
	input		[7:0]	i_data,
	output reg	[3:0]	o_bit_cnt,
	output reg			o_ready 
);
reg [3:0] r_clk_cnt;
reg [7:0] r_data_shift;  
reg n_state, c_state;
parameter	IDLE	= 1'b0,
			COUNT	= 1'b1;
always @(*) begin
	if (!irstn)				begin n_state = IDLE; end
	else
		case(c_state)
			IDLE	: if(i_load)				begin n_state = COUNT; end
						else 					begin n_state = IDLE; end
			COUNT	: if(r_clk_cnt > 4'b1000)	begin n_state = IDLE; end
						else					begin n_state = COUNT; end
			default : 							begin n_state = IDLE; end
		endcase
end
always @(posedge iclk or negedge irstn) begin
	if(!irstn)	begin c_state <= IDLE; end
	else		begin c_state <= n_state; end
end 
always @(posedge iclk or negedge irstn) begin
		if(!irstn)								begin r_data_shift <= 8'b0; end
		else if( (c_state== IDLE) && i_load)	begin r_data_shift <= i_data; end
		else if (r_clk_cnt < 4'b1000)			begin r_data_shift <= {1'b0, r_data_shift[7:1] }; end
		else									begin r_data_shift <= r_data_shift; end
end
always @(posedge iclk or negedge irstn) begin
	if(!irstn)	begin r_clk_cnt <= 4'b0; end
	else begin
		case(c_state)
				IDLE	: r_clk_cnt <= 4'b0;
				COUNT	: r_clk_cnt <= r_clk_cnt + 4'b0001;
				default	: r_clk_cnt <= r_clk_cnt;
		endcase
	end
end
always @(posedge iclk or negedge irstn) begin
	if(!irstn)	begin o_bit_cnt <= 4'b0; end
	else begin
			case(c_state)
					IDLE	: o_bit_cnt <= 0;
					COUNT	: if(r_data_shift[0] == 1'b1)					begin o_bit_cnt <= o_bit_cnt + 4'b0001; end
							 else if(r_clk_cnt > 4'b1000)					begin o_bit_cnt <= o_bit_cnt; end
							 else											begin o_bit_cnt <= o_bit_cnt; end
					default	: o_bit_cnt <= o_bit_cnt;
			endcase
	end
end
always @(posedge iclk or negedge irstn) begin
	if(!irstn)	begin o_ready <= 1'b0; end
		else begin
				case(n_state)
						IDLE	: o_ready <= 1'b1;
						COUNT	: o_ready <= 1'b0;
				endcase
		end
end
endmodule
==> results.py <==
# Flow results
metrics = {
    "outcome": {
        "status": "complete, no violations",
    },
    "synth": {
        "ys_seq_share_pct": 49.1,
        "top_area_share_pct": 49.1,
        "ys.flop_type": "dfrtp_1",
        "area_leaders": "dfrtp_1, mux2_4, mux2_1",
        "synth-seq-cells": 18,
        "top_cells_by_count": "dfrtp_1, mux2_1, mux2_4",
        "top_area_cell": "dfrtp_1",
        "avgSynthCellArea_um2": 13.5,
        "ys_cells": 68,
        "ys_types": 22,
        "synth_area_um2": 917,
        "synth-async-reset-ratio_pct": 100,
        "postSynthCellCount": 68,
        "yosysMostFrequentCell": "dfrtp_1",
        "edf_count": 0,
        "yosys_warnings": 1,
        "yosys_area_um2": 917,
    },
    "power": {
        "power_density_mw_per_mm2": 404,
        "vdd_drop_max_mv": 0.167,
        "leakage_uw": 0.000526,
    },
    "global_routing": {
        "grt_max_degree": 21,
        "antenna_found_initial": 0,
        "grt_pass1_wl_um": 2700,
        "grt_pass1_vias": 543,
        "grt_usage_pct": 3.79,
        "grt-ovfl-total": 0,
    },
    "final_timing": {
        "period_used_pct": 53.0,
        "clock_skew_ps": 0.915,
        "rsz0062_at_grt": "false",
        "setup_viol_count_final": 0,
        "slew_violations": 0,
        "worst_pin_slew_ps": 361,
        "fin_setup_tns_ps": 0,
        "hold_violations": 0,
        "period_needed_ps": 1860,
        "fmax_mhz": 539,
        "slew_headroom_pct": 75.9,
    },
    "worst_setup_path": {
        "cp-end-kind": "output pin",
        "cp_top_family": "buffers and inverters",
        "ff2ff_path_depth": 2,
        "cp_max_fo": 4,
        "crit_buf_inv": 1,
        "critical_path_depth": 1,
        "slowest_stage": "clkdlybuf4s50_1",
        "crit_type": "flip-flop to output pin",
        "path_cells": "clkdlybuf4s50_1",
        "slowest_delay_ps": 490,
        "startpoint_type": "flip-flop",
        "cp.required_ps": 2800,
        "cp.arrival_ps": 1160,
    },
    "floorplan": {
        "die.size.y_um": 94,
        "fp-utilization_pct": 17.6,
        "dieWidth_um": 94,
        "num_rows": 26,
        "pin_count": 16,
        "core_area_mm2": 0.00520,
        "chip_area_mm2": 0.00884,
    },
    "clock_network": {
        "post_cts.repair.setup_buffers": 0,
        "cts-buffers-inserted": 3,
        "htreeDepth": 1,
        "cts_tree": "done",
        "cts_buffer_depth": 2,
        "worstSkewPairLatency_ps": 250,
        "clkSinkCount": 18,
        "cts_root_buffer": "clkbuf_8",
        "path_clk_slew_ps": 70,
        "ctsHoldBuffers": 0,
        "cts_resized": 0,
    },
    "run": {
        "openroad.warnings": 26,
        "max_cap_violations": 0,
    },
    "cells_and_area": {
        "final_area_mm2": 0.00116,
        "drive_gt1_share_pct": 17.9,
        "syn_to_final_growth_pct": 26.9,
        "utilization_pct": 22.4,
    },
    "detailed_routing": {
        "drcViolationCount": 0,
        "routed_wl_um": 1510,
        "routedWlPerCell_um": 9.82,
        "drtIter0Drc": 15,
        "antenna_cells": 0,
        "num_vias": 539,
        "antenna_left": 0,
        "drt_first_pass_iters": 4,
        "vias_per_cell": 3.50,
    },
    "placement": {
        "port_buffers": 15,
        "placed_cell_area_mm2": 0.00111,
        "gp_congestion": 0.691,
        "dp_hpwl_um": 1200,
    },
    "hold_path": {
        "min_path_type": "flip-flop to flip-flop",
        "holdPathStages": 1,
    },
}
-- sequential cells by signal, summed over array words and instances, names as in the netlist --
register / cells
c_state: 1
o_ready: 1
r_clk_cnt: 4
r_data_shift: 8
o_bit_cnt: 4
-- through the flow --
stage | total power, µW | instances | worst slack (ps) | hold slack (ps)
2_1_floorplan | 289 | 68 | 2200 | 404
3_3_place_gp | 306 | 150 | 1670 | 471
3_5_place_dp | 309 | 150 | 1640 | 476
4_1_cts | 476 | 154 | 1630 | 492
5_1_grt | 499 | 154 | 1570 | 525
6_report | 470 | 154 | 1640 | 487
-- power by group --
group / leakage [µW] / internal, µW / switching (µW)
clock network: 0.0000288 / 99.8 / 66.2
registers: 0.000231 / 224 / 13.6
logic: 0.000267 / 44.6 / 21.4
total: 0.000526 / 369 / 101
-- kinds of logic (layout without fill, tap and decap cells) --
family	count (synthesis)	count (layout)	share of synthesized area (%)
DFF	18	18	49.1
muxes	18	18	24.4
xor gates and xnor gates	2	2	1.91
and+or+nand+nor	15	15	9.14
AOI/OAI and AO/OA	4	4	3.82
buffers and inverters	8	24	7.50
adders and majority gates	3	3	4.09
-- worst paths after layout --
| kind | from | end | slack (ps) |
|---|---|---|---|
| max in group asynchronous | irstn | r_data_shift[1] | 2510 |
| setup / recovery | o_bit_cnt[0] | o_bit_cnt[0] | 1640 |
| hold reg to reg | r_clk_cnt[0] | r_clk_cnt[0] | 490 |
| min in group asynchronous | irstn | o_bit_cnt[3] | 790 |
| setup reg to reg | r_clk_cnt[3] | r_data_shift[6] | 2210 |
| hold / removal | r_clk_cnt[0] | r_clk_cnt[0] | 490 |
-- area by class of cell --
cell class	count	area (µm²)
inverters	4	15.0
fillers	566	4040
flip-flops and latches	18	450
repair buffers	16	158
clock buffers	4	55.1
multi-input cells	42	398
well taps	70	87.6
-- layout by cell type, fill, tap and decap left out --
cell type / count
a21bo_2: 1
a21oi_1: 1
and2_1: 1
buf_4: 1
clkbuf_8: 4
clkdlybuf4s50_1: 15
dfrtp_1: 18
ha_1: 3
inv_1: 4
mux2_1: 7
mux2_4: 7
mux2i_1: 4
nand2_1: 3
nand2b_1: 2
nand2b_4: 1
nand3_1: 1
nand3b_1: 1
nand4_1: 1
nor2_1: 4
nor2b_1: 1
o221a_2: 1
o221ai_1: 1
xnor2_1: 2
-- layer usage --
| metal | vias up | GRT usage, % | routed length [µm] |
|---|---|---|---|
| met1 | 252 | 5.08 | 682 |
| met5 | - | 0 | 0 |
| met2 | 25 | 5.18 | 611 |
| met4 | 0 | 0.380 | 12 |
| met3 | 2 | 2.42 | 207 |
| li1 | 260 | - | - |
Power is estimated from default activity; no workload was simulated.
