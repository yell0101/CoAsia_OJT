==> flow/run.sh <==
#!/bin/bash
# OpenROAD 26Q1-2900-gdf79404cd8, Yosys 0.63+post, stock flow scripts
make -C /OpenROAD-flow-scripts/flow DESIGN_CONFIG=/design/flow/config.mk WORK_HOME=/design/flow/orfs finish
==> flow/config.mk <==
export PLATFORM = sky130hd
export DESIGN_NAME = fsm_moore
export DESIGN_NICKNAME = fsm_moore
export VERILOG_FILES = /design/flow/design.v
export SDC_FILE = /design/flow/constraint.sdc
export NUM_CORES = 4
export LEC_CHECK = 1
export CORE_AREA = 10 10 70 70
export DIE_AREA = 0 0 80 80
==> flow/constraint.sdc <==
current_design fsm_moore

set clk_period 2.4
set clk_io_pct 0.2

create_clock -name clk0 -period $clk_period [get_ports {clk}]

set non_clock_inputs [all_inputs -no_clocks]
set_input_delay [expr $clk_period * $clk_io_pct] -clock clk0 $non_clock_inputs
set_output_delay [expr $clk_period * $clk_io_pct] -clock clk0 [all_outputs]
==> flow/design.v <==
module fsm_moore (
	input				clk,
	input				rstn,
	input [1:0]			i_input,
	output reg [0:0]	o_output
   );
reg [3:0]	r_ns=3'b000;  
reg [3:0]	r_cs=3'b000;  
parameter	init 	= 3'b000,
			a_0 	= 3'b001,
			a_1 	= 3'b010,
			ok_0 	= 3'b011,
			ok_1 	= 3'b100;
always @(posedge clk or negedge rstn) begin
	if(!rstn)	begin r_cs <= init; end
	else		begin r_cs <= r_ns; end
end
always @(*) begin
		if(!rstn) begin r_ns = init; end
		else begin
				case(r_cs)
						init :		if(i_input==2'b00 || i_input==2'b01)	begin r_ns = a_0; end
									else									begin r_ns = a_1; end
						a_0  :		if(i_input==2'b00 || i_input==2'b01)	begin r_ns = ok_0; end
									else									begin r_ns = a_1; end
						a_1  :		if(i_input==2'b00 || i_input==2'b01)	begin r_ns = a_0; end
									else									begin r_ns = ok_1; end
						ok_0 :		if(i_input==2'b00 || i_input==2'b01)	begin r_ns = ok_0; end
									else if(i_input==2'b11)					begin r_ns = ok_1; end
									else									begin r_ns = a_1; end
						ok_1 :		if(i_input==2'b00)						begin r_ns = a_0; end
									else if(i_input==2'b01)					begin r_ns = ok_0; end
									else 									begin r_ns = ok_1; end
						default : r_ns = init;
				endcase
		end
end
always @(*) begin
		case(r_cs)
				init : o_output = 1'b0;
				a_0	 : o_output = 1'b0;
				a_1	 : o_output = 1'b0;
				ok_0 : o_output = 1'b1;
				ok_1 : o_output = 1'b1;
				default : o_output = 1'b1;
		endcase
end
// synopsys translate_off
    reg     [15*8-1:0]  Curr_state; 
    always @(*) begin
        case(r_cs)
            init        :   Curr_state <= "Init";
            a_0      	:   Curr_state <= "A0";
            a_1  		:   Curr_state <= "A1";
            ok_0 		:   Curr_state <= "OK0";
            ok_1        :   Curr_state <= "OK1";
            default     :   Curr_state <= "DEFAULT";
        endcase
    end
    reg     [15*8-1:0]  Next_state; 
    always @(*) begin
        case(r_ns)
            init        :   Next_state <= "Init";
            a_0      	:   Next_state <= "A0";
            a_1  		:   Next_state <= "A1";
            ok_0 		:   Next_state <= "OK0";
            ok_1        :   Next_state <= "OK1";
            default     :   Next_state <= "DEFAULT";
        endcase
    end
// synopsys translate_on
endmodule
==> flow_summary.ini <==
; synthesis and place-and-route metrics
[global_routing]
grt_usage = 0.0176
grt_overflow = 0
antenna_found_initial = 1
grt_pass1_vias = 173
grt_pass1_wl_um = 779
grt_max_degree = 8

[synthesis]
ys_top_logic_family = AND-OR/OR-AND gates
syn_avg_cell_area_um2 = 8.50
mux_share = 0
synthTopCellsByArea = dfrtp_1, a21oi_1, nor2b_1
synth_warnings = 2
aoi_share = 0.240
top_cell_area_share = 0.465
ys_sh_xor = 0
yosysSeqAreaShare = 0.465
synth.distinct_cells = 11
synth_chip_area_um2 = 161
yosys.area_share.simple = 0.225
syn-cell-area_um2 = 161
synth_flops = 3
ys_sh_adder = 0
yosys_cells = 19
synthCells = 19
top_area_cell = dfrtp_1

[pwr]
p_seq_frac = 0.333
p_int_uw = 130
power_uw = 173
p_sw_frac = 0.250
power.density_nw_per_um2 = 601
leakage_uw = 0.000112
p_comb_frac = 0.133
clkPwrFrac = 0.534
p_sw_uw = 43.3
ir_drop_mv = 0.136

[final_timing]
finalSetupTns_ns = 0
tightest_slew_ns = 0.225
skew_ns = 0.000125
fin_crit_sh = 0.729
fin_crit_ns = 1.75
drv_slew = 0
finalSetupViolCount = 0
max_freq_mhz = 571
rsz0062_at_grt = no
slew_headroom = 0.850
hold_viol = 0

[clocking]
numCtsBuffers = 3
h-tree-depth = 1
clockBufferDepth = 2
clock_latency_ns = 0.24
cts_setup_buffers = 0
tritoncts = built
root_buffer = clkbuf_4
clock_sinks = 3
clkTransAtPathRegs_ns = 0.04
ctsHoldBuffers = 0
cts-resized-gates = 0

[run]
warning_count = 25
drv_cap = 0

[floorplan]
core-area_um2 = 3420
chipHeight_um = 80
die_area_um2 = 6400
rows = 21
ios = 5
die_w_um = 80
initCoreUtil = 0.0473

[outcome]
status = completed

[setup_path]
critPathLaunchType = flip-flop
cp.required_ns = 1.92
worstReg2RegEnd = r_cs[2]$_DFF_PN0_
path_max_fanout = 7
reg2reg_depth = 3
cp-end-kind = primary output
reg2reg_from = r_cs[0]$_DFF_PN0_
rrSetupSlack_ns = 1.31
arrival_ns = 1.27
path_class = reg -> out

[place]
place.gp.congestion = 0.691
hpwlAfterDp_um = 343
numPortBuffers = 4

[detailed_routing]
routedWlPerCell_um = 6.54
vias = 157
firstDrtPassIters = 3
viasPerCell = 2.12
ant_nets = 0
routed_wl_um = 484
drt-initial-drc-count = 12
drc = 0

[layout]
ff_latch_area_um2 = 75.1
drive_gt1_frac = 0.148
n_fill_cell = 400
comb_area_um2 = 75.1
syn_to_final_growth_pct = 78.3
largest_reg_flops = 3
top_register = r_cs
reg_top3 = r_cs x3

[min_path]
worstHoldPathType = in -> async
[metal layers]
layer	vias to the layer above	global-route usage	wire length [µm]
li1	82	-	-
met4	0	0.00176	0
met2	9	0.0152	108
met5	-	0	0
met3	0	0.0318	134
met1	66	0.0186	240
[through the flow]
| step | cell area (µm²) | instances | hold slack (ns) | utilization | worst slack (ns) |
|---|---|---|---|---|---|
| global placement | 259 | 69 | 0.535 | 0.0758 | 0.859 |
| global route | 288 | 74 | 0.463 | 0.0842 | 0.581 |
| CTS | 285 | 73 | 0.462 | 0.0835 | 0.634 |
| floorplan | 161 | 19 | 0.184 | - | 1.34 |
| finish | 288 | 74 | 0.463 | 0.0842 | 0.649 |
| detailed placement | 259 | 69 | 0.560 | 0.0758 | 0.854 |
[synth_stat cells (all sizes together)]
cell type and instances:
a21o 1, a21oi 3, a31oi 1, dfrtp 3, inv 3, nand2 2
nand2b 1, nor2 1, nor2b 2, o32ai 1, or3 1
[how the worst max path moves through the flow]
stage                  to              start  cells past startpoint  slack, ns
finish        o_output[0]  r_cs[2]$_DFF_PN0_                      2       0.65
CTS           o_output[0]  r_cs[2]$_DFF_PN0_                      2       0.63
global route  o_output[0]  r_cs[2]$_DFF_PN0_                      2       0.58
[power groups by stage]
stage	clock network, µW	logic [µW]	registers, µW
CTS	95.5	23.1	57.5
finish	92.4	23.0	57.5
global route	102	26.0	58.3
[area by class of cell]
type,instances,area share
well taps,46,0.200
clock buffers,4,0.0913
multi-input cells,13,0.261
inverters,3,0.0391
repair buffers,4,0.139
flip-flops and latches,3,0.261
diodes,1,0.00870
[cells in the final DEF (no fill, tap or decap), drive strengths merged]
| master | n |
|---|---|
| nand2 | 2 |
| inv | 3 |
| nand2b | 1 |
| clkdlybuf4s50 | 4 |
| o32ai | 1 |
| a21oi | 3 |
| nor2 | 1 |
| or3 | 1 |
| nor2b | 2 |
| diode | 1 |
| a31oi | 1 |
| dfrtp | 3 |
| a21o | 1 |
| clkbuf | 4 |
[worst max-delay path, stage by stage (launching register included)]
cell,delay (ns)
dfrtp_1,0.43
a21o_2,0.21
clkdlybuf4s50_1,0.40
[cell families (layout without fill, tap and decap cells)]
kind of cell           after synthesis  in the layout
flip-flops                           3              3
buffers and inverters                3             11
AND-OR/OR-AND                        6              6
AND/OR/NAND/NOR                      7              7
other                                0              1
